$ cat flow/config.mk
export PLATFORM = sky130hd
export DESIGN_NAME = VGAdriver
export DESIGN_NICKNAME = VGAdriver
export VERILOG_FILES = /design/flow/design.v
export SDC_FILE = /design/flow/constraint.sdc
export NUM_CORES = 4
export LEC_CHECK = 1
export CORE_UTILIZATION = 40
$ cat flow/run.sh
#!/bin/bash
# OpenROAD 26Q1-2900-gdf79404cd8, Yosys 0.63+post, stock flow scripts
make -C /OpenROAD-flow-scripts/flow DESIGN_CONFIG=/design/flow/config.mk WORK_HOME=/design/flow/orfs finish
$ cat flow/design.v
`timescale 1ns / 1ps
module VGAdriver(
    input wire clk,             
    input wire rst,
    input wire [11:0] D_in,     
    output reg [9:0] row_addr,  
    output reg [9:0] col_addr,  
    output reg [11:0] D_out,    
    output reg hs,              
    output reg vs               
    );
    reg [9:0] h_count;  
    always @ (posedge clk) begin
        if (!rst) h_count <= 10'h0;
        else if (h_count == 10'd799) h_count <= 10'h0;
        else h_count <= h_count + 10'h1;
    end
    reg [9:0] v_count;  
    always @ (posedge clk or negedge rst) begin
        if (!rst) v_count <= 10'h0;
        else if (h_count == 10'd799) begin
            if (v_count == 10'd524) v_count <= 10'h0;
            else v_count <= v_count + 10'h1;
        end
    end
    wire  [9:0] row    =  v_count - 10'd35;      
    wire  [9:0] col    =  h_count - 10'd143;     
    wire        h_sync = (h_count > 10'd95);     
    wire        v_sync = (v_count > 10'd1);      
    wire        read   = (h_count > 10'd142) &&  
                         (h_count < 10'd783) &&  
                         (v_count > 10'd34)  &&  
                         (v_count < 10'd515);    
    reg rdn;  
    always @ (posedge clk) begin
        row_addr <=  row;  
        col_addr <=  col;       
        rdn      <= ~read;      
        hs       <=  h_sync;    
        vs       <=  v_sync;    
        D_out    <=  rdn ? 12'h0 : D_in;  
    end
endmodule
$ cat flow/constraint.sdc
current_design VGAdriver

set clk_period 4.9
set clk_io_pct 0.2

create_clock -name clk0 -period $clk_period [get_ports {clk}]

set non_clock_inputs [all_inputs -no_clocks]
set_input_delay [expr $clk_period * $clk_io_pct] -clock clk0 $non_clock_inputs
set_output_delay [expr $clk_period * $clk_io_pct] -clock clk0 [all_outputs]
==> out/metrics.csv <==
stage;metric;value;unit
run_status;status;complete, no violations;
final_timing;worstMarginPinSlew;0.693;ns
worst_setup_path;path_cells;clkdlybuf4s50_1;
floorplanning;initCoreUtil;0.421;
logic_synthesis;synth-main-ff-cell;dfxtp_1;
floorplanning;fp.dieH;75.8;µm
pwr;clkPwrFrac;0.342;
final_timing;skew;0.0111;ns
pwr;p_comb_frac;0.034;
logic_synthesis;ys_cells;211;
logic_synthesis;yosysUniqueCellTypes;42;
logic_synthesis;syn-cell-area;2180;µm²
floorplanning;die_x;75.8;µm
logic_synthesis;ys_seq_share;0.528;
final_timing;final.setup.worst_slack;2.83;ns
floorplanning;die_area;5740;µm²
worst_setup_path;critPathKind;reg2out;
layout;mi_logic_area;933;µm²
route;routed_via_density;4.69;
placement;placed_area;2660;µm²
logic_synthesis;yosys_warnings;1;
route;antennaDiodeCount;0;
floorplanning;io_pins;48;
job;maxCapViolCount;0;
worst_setup_path;critPathMaxFanout;1;
placement;gp_congestion;0.856;
job;warnings;30;
logic_synthesis;ys_area;2180;µm²
grt;grt_overflow;0;
route;drtIter0Drc;54;
layout;final_core_util;0.532;
clock_tree;cts_sinks;55;
logic_synthesis;async_reset_ff_frac;0.182;
pwr;internal_power;585;µW
route;routedWlPerCell;11.7;µm
clock_tree;cts-buffers-inserted;5;
pwr;power_density;266;nW/µm²
logic_synthesis;synth_area_per_cell;10.3;µm²
worst_setup_path;crit_path_end_kind;output port;
route;wl_met3;329;µm
layout;nFillCells;442;
placement;portBuffers;47;
worst_hold_path;hold_class;reg2reg;
grt;grt_pass1_wl;6100;µm
pwr;power;731;µW
grt;grt_usage;0.141;
route;route.met2.wl;1560;µm
route;wl_met1;1800;µm
final_timing;hold_violations;0;
grt;grt_max_degree;18;
route;drc;0;
logic_synthesis;netlist_instances;211;
clock_tree;cts_max_path_buffers;2;
placement;hpwl;2530;µm
final_timing;drv_slew;0;
layout;drive_above_1_share;0.0558;
final_timing;maxSlewHeadroom;0.537;
route;drt_pass1_iterations;4;
worst_setup_path;slowest_delay;0.45;ns
pwr;p_sw;146;µW
route;vias;1506;
clock_tree;cts_root_buf;clkbuf_8;
pwr;swShare;0.200;
clock_tree;post_cts_resize_count;0;
placement;place_ws;2.53;ns
clock_tree;post_cts_buffers;0;
floorplanning;core;5170;µm²
final_timing;fin_crit;2.07;ns
worst_setup_path;crit_path_top_delay_cell;clkdlybuf4s50_1;
final_timing;setup_tns;0;ns
route;routed_wl;3760;µm
layout;stdcell_area;2750;µm²
floorplanning;rows;26;
clock_tree;tritoncts;built;
final_timing;finalCritPeriodShare;0.422;
logic_synthesis;synth_flops;55;
worst_setup_path;crit_family;buffers and inverters;
clock_tree;clock_latency;0.31;ns
pwr;seqPwrFrac;0.624;
layout;register_area;1150;µm²
grt;grt_pass1_vias;1300;
clock_tree;clk_pin_slew_worst_paths;0.09;ns
worst_setup_path;worstPathArrival;1.09;ns
worst_setup_path;crit_buf_inv;1;
worst_setup_path;crit_required;3.92;ns
route;antenna_left;0;
clock_tree;htreeDepth;2;
layout;area_growth_syn_to_layout;26.4;%
route;highest-signal-layer;met4;
final_timing;setup_violations;0;
pwr;leakage;0.00115;µW
worst_setup_path;start_kind;register;
final_timing;rsz0062_at_grt;no;
pwr;peakVddDrop;0.115;mV
grt;antenna_found_initial;0;
logic_synthesis;edf_count;0;
clock_tree;ctsHoldBuffers;0;
final_timing;fmax;0.483;GHz
[final timing paths]
check                            start           to  slack, ns  cells past startpoint
min in group asynchronous          rst   v_count[3]       1.08                      1
setup reg to reg            h_count[1]   v_count[8]       2.94                      5
hold / removal              h_count[0]  col_addr[0]       0.46                      1
hold reg to reg             h_count[0]  col_addr[0]       0.46                      1
max in group asynchronous          rst   v_count[9]       3.38                      1
setup / recovery           row_addr[0]  row_addr[0]       2.83                      1
[cell usage after synthesis, drive strengths merged (4+ instances only)]
cell	number	area share
dfxtp	45	0.41
xnor2	8	0.032
clkbuf	9	0.016
dfrtp	10	0.11
nand4	6	0.017
nor2b	14	0.040
a21oi	6	0.014
nand3	8	0.018
nor2	16	0.028
xor2	14	0.056
buf	6	0.019
and4	4	0.016
a31oi	5	0.014
nor3	6	0.019
and2	4	0.011
inv	5	0.0086
nand2	12	0.021
ha	7	0.040
[metal layers]
metal  vias up  track usage
met5         -            0
met2        54        0.205
met3         5       0.0349
met4         0       0.0185
met1       663        0.226
li1        784            -
[logic make-up (layout without fill, tap and decap cells)]
| group | after synthesis | after routing | synth area share |
|---|---|---|---|
| DFF | 55 | 55 | 0.528 |
| muxes | 3 | 3 | 0.0155 |
| buffers and inverters | 20 | 60 | 0.0431 |
| and+or+nand+nor | 85 | 85 | 0.228 |
| adders and majority gates | 7 | 7 | 0.0402 |
| AOI/OAI and AO/OA | 19 | 19 | 0.0563 |
| xor gates and xnor gates | 22 | 22 | 0.0885 |
[per-stage QoR]
stage,hold WS (ns),instances
after detailed placement,0.440,313
after global placement,0.445,313
final,0.457,321
after CTS,0.464,321
after global routing,0.506,321
after floorplan,0.413,211
[cell type report]
cell class              instances  share of cell area
flip-flops and latches         55               0.418
inverters                       5             0.00682
clock buffers                   7              0.0314
clock inverters                 1             0.00182
repair buffers                 47               0.171
multi-input cells             136               0.339
well taps                      70              0.0318
[power groups by stage]
stage	clock (µW)	sequential, µW	combinational [µW]
CTS	261	456	25.4
global route	283	458	27.8
finish	250	456	24.7
[cell usage in the layout, fill, tap and decap left out, types with 2 or more instances in the layout]
cell	n
clkbuf_8	6
o21ai_0	2
and3_1	2
or2_2	2
a21oi_1	6
and2_1	4
nor2_1	16
nor2b_1	14
inv_1	5
nand3_1	8
mux2_1	2
nand2_1	12
and4_1	4
a31oi_1	5
nand4_1	6
xnor2_1	8
dfxtp_1	45
xor2_1	14
nor3_1	5
clkdlybuf4s50_1	47
nor4_1	2
dfrtp_1	10
ha_1	7
[registers in the layout (all words and copies together) (netlist names)]
signal and cells:
vs 1, rdn 1, v_count 10, row_addr 10, D_out 12, h_count 10
col_addr 10, hs 1
[worst register-to-register path, stage by stage (launching register included)]
cell,delay (ns)
dfxtp_1,0.40
ha_1,0.24
nand4_1,0.17
or4_4,0.52
nor3_4,0.20
mux2_1,0.33
Power and IR drop assume default switching activity.
