`flow/design.v`:
```
`timescale 1ns / 1ps
module clkdiv(
    input clk,
    input rst,
    output reg [31:0] clkdiv
    );
    initial clkdiv = 0;
    always @ (posedge clk) begin
        if (!rst) clkdiv <= 0;
        else clkdiv <= clkdiv + 1'b1;
    end
endmodule
```
`flow/run.sh`:
```
#!/bin/bash
# OpenROAD 26Q1-2900-gdf79404cd8, Yosys 0.63+post, stock flow scripts
make -C /OpenROAD-flow-scripts/flow DESIGN_CONFIG=/design/flow/config.mk WORK_HOME=/design/flow/orfs finish
```
`flow/config.mk`:
```
export PLATFORM = sky130hd
export DESIGN_NAME = clkdiv
export DESIGN_NICKNAME = clkdiv
export VERILOG_FILES = /design/flow/design.v
export SDC_FILE = /design/flow/constraint.sdc
export NUM_CORES = 4
export LEC_CHECK = 1
export CORE_AREA = 10 10 103 103
export DIE_AREA = 0 0 113 113
```
`flow/constraint.sdc`:
```
current_design clkdiv

set clk_period 6.6
set clk_io_pct 0.2

create_clock -name clk0 -period $clk_period [get_ports {clk}]

set non_clock_inputs [all_inputs -no_clocks]
set_input_delay [expr $clk_period * $clk_io_pct] -clock clk0 $non_clock_inputs
set_output_delay [expr $clk_period * $clk_io_pct] -clock clk0 [all_outputs]
```
==> results.txt <==
Outcome -> completed
Number of synthesized register bits -> 32
# setup viols final -> 0
Cells in synth_stat.txt -> 168
Largest registers -> clkdiv (32)
Dominant cell area share -> 43.69%
Number of I/O port buffers -> 33
Post-CTS sizing -> 0
Most common logic cells in the final layout -> 33 x clkdlybuf4s50_1, 32 x dfxtp_1, 17 x a21oi_1
Gr usage total -> 5.814%
Yosys stat area -> 1466 um2
Setup TNS -> 0 ns
Cells after Synth -> 168
DIE AREA -> 12770 um2
Core area -> 8299 um2
First DRT Iteration DRCs -> 65
Vias/cell -> 4.351
Synthesized cell area -> 1466 um2
CP max FO -> 27
Share of cells above drive strength 1 -> 4.500%
Antenna viol nets, final -> 0
Sink Count -> 32
Via count -> 1327
Main area contributors -> dfxtp_1 44%, or4_1 6.7%, a21oi_1 5.8%
RSZ-0062 raised after global routing -> false
CP required -> 6.79 ns
CTS buffer count -> 5
Reg2Reg Setup Slack -> 4.35 ns
Drc violations -> 0
Critical path type -> primary input to register
Tool warning count -> 25
Dominant cell type by area after synthesis -> dfxtp_1
CTS tree -> done
Syn avg cell area -> 8.729 um2
# fillers -> 883
Post-layout instance area -> 1978 um2
Ys Warns -> 1
FMAX -> 0.3630 GHz
Gpl congestion -> 0.7760
CTS Root Cell -> clkbuf_8
Postcts setup bufs -> 0
Rel. slew slack -> 50.93%
Final Hold Fails -> 0
HP Class -> register to register
Seq share, synth -> 43.69%
Ports -> 34
Global-route wire length before repair -> 6.230 mm
Leak -> 0.0005493 uW
Max Cap Viol -> 0
Antenna fix cells -> 0
H-tree lvl count -> 2
Worst slew pin tran -> 0.7315 ns
Die outline width -> 113 um
Largest net degree at the start of global routing -> 28
Row count -> 33
Die H -> 113 um
Critical Path End Type -> register
Fin crit period -> 2.755 ns
CP arrival -> 2.95 ns
Starting density of the core -> 17.67%
Clock buffer depth -> 2
Clock transition at path regs -> 0.06 ns
Skew final -> 0.002835 ns
Final HPWL DP -> 2.790 mm
Layout area overhead -> 34.90%
Commonest Layout Cell -> clkdlybuf4s50_1
DR pass1 iterations -> 4
Initial antenna violation count -> 0
Tcrit/Tclk final -> 41.74%
PD cells -> 181.5 nW/um2
Wire length after detailed routing -> 3.856 mm
Peak supply drop -> 0.00009621 V
Largest register FFs -> 32
Largest Register -> clkdiv
Vias in the first global route -> 1173
Worst setup SP type -> primary input
Slew Limit Fails -> 0
Area post-placement -> 1888 um2
Remaining Overflow, GRT -> 0
Clk ins delay skew pair -> 0.28 ns
Hold-fix buffer count after cts -> 0
DR WL/cell -> 12.64 um
Synth unique cells -> 30
==> cell usage after synthesis, drive strengths merged <==
library cell,number
a21oi,17
and2,1
and4,3
buf,5
clkbuf,4
clkinv,1
dfxtp,32
ha,1
inv,4
mux2i,3
nand2,14
nand2b,3
nand3,9
nand4,6
nor2,10
nor3,2
nor3b,1
nor4,3
o21a,1
o21ai,6
o31a,1
o31ai,11
or3,6
or3b,1
or4,13
or4b,1
xnor2,5
xor2,4
==> through the flow <==
step                      utilization, %  setup WS [ns]  total power [uW]  std cells  hold WS [ns]
after floorplan                        -          4.417             205.7        168        0.4296
after global placement             22.75          3.555             210.9        297        0.4601
after detailed placement           22.75          3.536             210.6        297        0.4630
after CTS                          23.84          3.832             364.2        305        0.4782
after global routing               23.84          3.637             376.2        305        0.5139
final                              23.84          3.845             359.1        305        0.4790
==> layer usage <==
metal	global-route usage, %	share of wire [%]	up-vias
li1	-	-	685
met1	8.433	50	604
met4	0.8460	1.6	0
met5	0	0	-
met2	8.218	42	31
met3	2.083	6.5	7
==> critical path: stages <==
cell	delay [ns]
clkdlybuf4s50_1	0.63
clkinv_1	0.66
a21oi_1	0.33
==> worst paths after layout <==
kind               from  cells past startpoint         end
max                 rst                      3  clkdiv[24]
min          clkdiv[31]                      2  clkdiv[31]
max reg2reg   clkdiv[0]                      5  clkdiv[22]
min reg2reg  clkdiv[31]                      2  clkdiv[31]
==> layout make-up <==
cell class / instances / area, um2 / area share, %
Clock buffer: 8 / 90.09 / 4.554
Multi-Input combinational cell: 122 / 767.0 / 38.77
Timing Repair Buffer: 33 / 330.3 / 16.70
Tap cell: 105 / 131.4 / 6.641
Inverter: 5 / 18.77 / 0.9488
Sequential cell: 32 / 640.6 / 32.38
==> logic make-up after synthesis <==
family,count (synthesis),synth area share (%)
AOI/OAI and AO/OA,36,14.59
muxes,3,2.048
and+or+nand+nor,73,29.44
DFF,32,43.69
adders and majority gates,1,0.8531
xor gates and xnor gates,9,5.375
buffers and inverters,14,4.009
==> power breakdown <==
part	leakage [uW]	switching, uW	total (uW)	internal, uW
combinational	0.000246	4.83	9.42	4.59
sequential	0.000258	2.03	197	195
clock	0.0000455	68.0	153	84.9
No activity file was given, so power comes from the tool's default toggle rates.
